==> /design/flow/design.v <==
module rstation(
    input clk,
    input rst_n,
    input  [0:0]                    cpu_tpu_req_vld_i,
    output [0:0]                    cpu_tpu_req_rdy_o,
    input  [32-1:0]    cpu_tpu_req_insn_i,
    input  [64-1:0]     cpu_tpu_req_rs1_data_i,
    input  [64-1:0]     cpu_tpu_req_rs2_data_i,
    input  [64-1:0]     cpu_tpu_req_rs3_data_i,
    output [0:0]                    cpu_tpu_resp_vld_o,
    input  [0:0]                    cpu_tpu_resp_rdy_i,
    output [64-1:0]     cpu_tpu_resp_data_o,
	output  [0:0]  						issue_tmma_valid_o,
	input   [0:0]						issue_tmma_ready_i,
	output  [2-1:0]  	issue_tmma_type_o,
	output  [3-1:0]    issue_tmma_data_width_o,
	output  [64-1:0] 			issue_tmma_addr0_o,
	output  [64-1:0] 			issue_tmma_addr1_o,
	output  [3-1:0] issue_tmma_precision_o,
	output  [0:0]  						issue_tmma_acc_o
);
    wire [2:0] cop_func3;
    wire [0:0] cop_tload;
    wire [0:0] cop_preloadc;
    wire [0:0] cop_tmma;
    wire [0:0] cop_poststorec;
    wire [0:0] cop_preloada;
    wire [0:0] cop_tstore;
    wire [0:0] push_tmma_inst;
    wire [2-1:0]     cop_tmma_type;
    wire [3-1:0]    cop_tmma_data_width;
    wire [64-1:0]           cop_tmma_addr0;
    wire [64-1:0]           cop_tmma_addr1;
    wire [3-1:0] cop_tmma_precision;
    wire [0:0]                       cop_tmma_acc;
    reg [0:0]                       tmma_valid_r[8];
    reg [2-1:0]     tmma_type_r[8];
    reg [3-1:0]    tmma_data_width_r[8];
    reg [64-1:0]           tmma_addr0_r[8];
    reg [64-1:0]           tmma_addr1_r[8];
    reg [3-1:0] tmma_precision_r[8];
    reg [0:0]                       tmma_acc_r[8];
    reg [3-1:0] tmmaq_rptr;
    reg [3-1:0] tmmaq_wptr;
    reg [0:0]                  tmmaq_rptr_hi;
    reg [0:0]                  tmmaq_wptr_hi;
    wire [0:0]                 tmmaq_full;
    wire [0:0] issue_tmma_hsk;
    assign cpu_tpu_resp_vld_o = 1'b0;
    assign cop_func3 = cpu_tpu_req_insn_i[14:12];
    assign cop_tload        = cop_func3 == 3'b000;
    assign cop_preloadc     = cop_func3 == 3'b001;
    assign cop_tmma         = cop_func3 == 3'b010;
    assign cop_poststorec   = cop_func3 == 3'b011;
    assign cop_preloada     = cop_func3 == 3'b100;
    assign cop_tstore       = cop_func3 == 3'b101;
    assign push_tmma_inst = cpu_tpu_req_vld_i && cpu_tpu_req_rdy_o && 
        (cop_preloadc || cop_tmma || cop_poststorec || cop_preloada);
    assign cop_tmma_type =  {2{cop_tmma}}       & 0 |
                            {2{cop_preloadc}}   & 1 |
                            {2{cop_poststorec}} & 2 |
                            {2{cop_preloada}}   & 3;
    assign cop_tmma_data_width = 3'b1 << cpu_tpu_req_rs3_data_i[1:0];
    assign cop_tmma_addr0 = cpu_tpu_req_rs1_data_i;
    assign cop_tmma_addr1 = cpu_tpu_req_rs2_data_i;
    assign cop_tmma_precision = cpu_tpu_req_rs3_data_i[2:1];
    assign cop_tmma_acc = cpu_tpu_req_rs3_data_i[0];
    always @(posedge clk or negedge rst_n) begin
        if(!rst_n) begin
            tmmaq_wptr <= 'b0;
        end
        else if(push_tmma_inst) begin
            tmmaq_wptr <= tmmaq_wptr + 1;
        end
    end
    always @(posedge clk or negedge rst_n) begin
        if(!rst_n) begin
            tmmaq_rptr <= 'b0;
        end
        else if(issue_tmma_hsk) begin
            tmmaq_rptr <= tmmaq_rptr + 1;
        end
    end
    always @(posedge clk or negedge rst_n) begin
        if(!rst_n) begin
            tmmaq_rptr_hi <= 'b0;
        end
        else if(issue_tmma_hsk && &tmmaq_rptr) begin
            tmmaq_rptr_hi <= ~tmmaq_rptr_hi;
        end
    end
    always @(posedge clk or negedge rst_n) begin
        if(!rst_n) begin
            tmmaq_wptr_hi <= 'b0;
        end
        else if(push_tmma_inst && &tmmaq_wptr) begin
            tmmaq_wptr_hi <= ~tmmaq_wptr_hi;
        end
    end
    assign tmmaq_full = tmmaq_wptr==tmmaq_rptr && tmmaq_rptr_hi!=tmmaq_wptr_hi;
    assign cpu_tpu_req_rdy_o = ~tmmaq_full;
genvar i;
generate
for(i=0; i<8; i=i+1) begin
    always @(posedge clk or negedge rst_n) begin
        if(!rst_n) begin
            tmma_valid_r[i] <= 1'b0;
        end
        else if(push_tmma_inst && i==tmmaq_wptr) begin
            tmma_valid_r[i]         = 1'b1;
            tmma_type_r[i]          = cop_tmma_type;
            tmma_data_width_r[i]    = cop_tmma_data_width;
            tmma_addr0_r[i]         = cop_tmma_addr0;
            tmma_addr1_r[i]         = cop_tmma_addr1;
            tmma_precision_r[i]     = cop_tmma_precision;
            tmma_acc_r[i]           = cop_tmma_acc;
        end
        else if(issue_tmma_hsk && i==tmmaq_rptr) begin
            tmma_valid_r[i] = 1'b0;
        end
    end
end
endgenerate
    assign issue_tmma_hsk = issue_tmma_valid_o & issue_tmma_ready_i;
    assign issue_tmma_valid_o       = tmma_valid_r[tmmaq_rptr];  
    assign issue_tmma_type_o        = tmma_type_r[tmmaq_rptr];
    assign issue_tmma_data_width_o  = tmma_data_width_r[tmmaq_rptr];
    assign issue_tmma_addr0_o       = tmma_addr0_r[tmmaq_rptr];
    assign issue_tmma_addr1_o       = tmma_addr1_r[tmmaq_rptr];
    assign issue_tmma_precision_o   = tmma_precision_r[tmmaq_rptr];
    assign issue_tmma_acc_o         = tmma_acc_r[tmmaq_rptr];
endmodule
==> /design/flow/run.sh <==
#!/bin/bash
# OpenROAD 26Q1-2900-gdf79404cd8, Yosys 0.63+post, stock flow scripts
make -C /OpenROAD-flow-scripts/flow DESIGN_CONFIG=/design/flow/config.mk WORK_HOME=/design/flow/orfs finish
==> /design/flow/config.mk <==
export PLATFORM = sky130hd
export DESIGN_NAME = rstation
export DESIGN_NICKNAME = rstation
export VERILOG_FILES = /design/flow/design.v
export SDC_FILE = /design/flow/constraint.sdc
export NUM_CORES = 4
export LEC_CHECK = 1
export CORE_UTILIZATION = 40
==> /design/flow/constraint.sdc <==
current_design rstation

set clk_period 32.3
set clk_io_pct 0.2

create_clock -name clk0 -period $clk_period [get_ports {clk}]

set non_clock_inputs [all_inputs -no_clocks]
set_input_delay [expr $clk_period * $clk_io_pct] -clock clk0 $non_clock_inputs
set_output_delay [expr $clk_period * $clk_io_pct] -clock clk0 [all_outputs]
==> run summary <==
run metrics: Top-area cell share=0.780, I/O Pins=433, Power Total=4.28 mW, Post-DP Area=46100 sq um, max-slew violations=0, iteration count of the initial detailed-routing pass=7, Final Setup Violations=0, max-cap violations=0, CP endpoint kind=primary output, post-cts gate resize count=0, critical path's most frequent cell=buf_4, clock-pin slew on the worst setup and hold paths=~60 ps, register share after synthesis=0.789, CP startpoint kind=flip-flop, CP max-delay cell=dfrtp_4, fp util=0.404, layout cell share with drive strength beyond 1=0.177, Async S/R FF share, synth=0.0145, initial antenna violation count=15, number of warnings in the stage logs=128, clock sink count=1104, R2R Setup Slk=approximately 28000 ps, met3 wire len=16400 um, first-pass GRT wire length=147000 um, Most used DFF post-synth=edfxtp_1, Pwr per Cell Area=between 80 and 90 nW/um^2, Post-CTS Setup Inserts=0, #FFs+latches synth=1104, die width=326 um, largest net degree at the start of global routing=103, synthesized area per cell=17.7 sq um, fin crit share=0.353, non-filler instance count after layout=4137, synth unique cells=~43, worst vdd ir=59.4 uV, Final Wtd Congestion=slightly below 0.8, vias in the first global route=24241, die area=106000 sq um, hold buffer count at CTS=0, Setup Total Neg Slack=0 ps, die height=326 um, Core Rows=118, Synth-to-Final Area Change=19.2%, # Cells Yosys=2361, metal2 WL=approximately 48000 um, post-route design area=between 40000 and 50000 sq um, Layout Skew=35.0 ps, GRT Util Overall=0.205, delay-heaviest family, CP=buffers and inverters, required time worst endpoint=between 20000 and 30000 ps, DR WL/cell=24.2 um, drt drc=0, GR Overflow Total=0, cts bufs inserted=112, run status=complete, no violations, number of enable flip-flop cells=1088, depth of the CTS H-tree=3, Yosys chip area=41900 sq um, MI comb area=8040 sq um, storage element area=roughly 33000 sq um, post-synth top area cell=edfxtp_1, worst-margin pin slew=845 ps, Highest Signal Layer=met5, crit path time final=11410 ps, met1 wire length=33600 um, core box area=about 100000 sq um, Skew-Pair Late Insertion Delay=between 700 and 800 ps, YS warnings=72, detailed placement HPWL=about 51000 um, worst-path fanout max=102, Cells after Synth=approximately 2400, CTS tree=built, PortBufs=between 200 and 300, post-route antenna net violation count=0, Slew HR=0.436, Lkg Pwr=15.8 nW, CP Buf/Inv Count=4, RSZ-0062 raised after global routing=false, Max Buffers Root-to-Sink=3, Crit Path Class=flip-flop to primary output, Worst path max stage delay=about 750 ps, worst hold path class=flip-flop to flip-flop, Max Freq=0.0877 GHz, Top cells by area=edfxtp_1 (78%), mux2_2 (6.5%), a222oi_1 (3.3%), a41oi_1 (2.6%), nand2_1 (2.5%), number of fill cells=8277, vias per cell=5.43, root buffer cell=clkbuf_16, Iter 0 DRT Violations=1560, DP Cell Count=3926, Routed Wire Length=about 100000 um, via count=roughly 22000, Fin. Hold Viols=0, crit path cell chain=buf_12, ha_4, buf_4, buf_4, a222oi_1, a41oi_1, clkdlybuf4s50_1, Worst EP arrival=roughly 5000 ps, Netlist Area Pre-Place=around 42000 sq um
## where the power goes
part / leakage (nW) / switching (mW) / internal [mW]
combinational: 3.96 / 0.666 / 0.618
sequential: 9.99 / 0.0290 / 1.64
clock: 1.87 / 0.528 / 0.801
## cells in the final DEF (no fill, tap or decap), types with 22 or more instances in the layout
| cell | synthesis | routed |
|---|---|---|
| edfxtp_1 | 1088 | 1088 |
| nand2_1 | 276 | 276 |
| clkdlybuf4s50_1 | 0 | 275 |
| mux2_2 | 242 | 242 |
| nor2_1 | 139 | 139 |
| a222oi_1 | 137 | 137 |
| a41oi_1 | 123 | 123 |
| clkbuf_16 | 0 | 113 |
| conb_1 | 1 | 66 |
| buf_4 | 66 | 47 |
| a21oi_1 | 26 | 26 |
| clkinv_2 | 0 | 22 |
## registers in the layout (all words and copies together) (netlist names), 8 cells and up
signal             cells
tmma_acc_r             8
tmma_addr0_r         512
tmma_addr1_r         512
tmma_data_width_r     24
tmma_precision_r      16
tmma_type_r           16
tmma_valid_r           8
## layer usage
metal,up-vias,track usage
met5,-,0.0155
met4,26,0.0372
met3,157,0.160
met2,1514,0.307
met1,10808,0.238
li1,9972,-
## final cells by class
class	count	area share
multi-input combinational	1108	0.161
antenna	3	0.000150
clock inverter	78	0.0188
timing repair buffer	328	0.0646
inverter	6	0.000451
tap	1380	0.0346
clock buffer	130	0.0579
sequential	1104	0.663
## stage by stage
| stage | util | setup slack [ps] | hold slack, ps |
|---|---|---|---|
| after CTS | 0.482 | 20720 | 496 |
| final | 0.482 | 20890 | 494 |
| after floorplan | - | 14460 | 460 |
| after global placement | 0.445 | 21520 | 477 |
| after detailed placement | 0.445 | 21520 | 482 |
| after global routing | 0.482 | 20600 | 504 |
## Yosys cell counts, types with 2 or more instances
cell and count:
a21oi_1 26, a221o_1 2, a222oi_1 137, a22o_1 16
a22oi_1 6, a31oi_1 12, a32o_1 3, a41oi_1 123
and2_1 5, and3_1 3, buf_2 48, buf_4 66
buf_6 2, clkbuf_1 91, dfrtp_1 16, edfxtp_1 1088
ha_1 12, inv_1 6, mux2_2 242, mux2i_1 2
nand2_1 276, nand3_1 2, nor2_1 139, nor2b_1 6
nor3b_1 4, o2111ai_1 2, o21a_1 2, o21ai_0 2
xnor2_1 6, xor2_1 3
## worst register-to-register path, stage by stage, from the launching register on
cell	delay, ps
dfrtp_4	750
buf_12	530
xor2_1	250
nor2_1	70
a21oi_1	200
and3_1	230
and2_4	490
buf_4	750
buf_4	700
## cell families after synthesis
family                   Yosys count  share of synthesized area
other                              1                  0.0000895
AND/OR/NAND/NOR                  442                     0.0415
multiplexers                     245                     0.0659
adder cells (fa/ha/maj)           12                    0.00358
buffers and inverters            214                     0.0269
AND-OR/OR-AND                    334                     0.0707
flip-flops                      1104                      0.789
XOR/XNOR                           9                    0.00188
## final timing paths
kind                                          end             from  cells after the start
max in group asynchronous           tmmaq_rptr[2]            rst_n                      2
hold reg to reg                   tmma_valid_r[4]  tmma_valid_r[4]                      1
hold / removal                    tmma_valid_r[4]  tmma_valid_r[4]                      1
setup / recovery           issue_tmma_addr0_o[59]    tmmaq_rptr[2]                      7
min in group asynchronous           tmmaq_wptr_hi            rst_n                      2
setup reg to reg               tmma_addr1_r[5][6]    tmmaq_rptr[2]                      8
No activity file was given, so power comes from the tool's default toggle rates.
