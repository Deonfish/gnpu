File: /design/flow/run.sh
#!/bin/bash
# OpenROAD 26Q1-2900-gdf79404cd8, Yosys 0.63+post, stock flow scripts
make -C /OpenROAD-flow-scripts/flow DESIGN_CONFIG=/design/flow/config.mk WORK_HOME=/design/flow/orfs finish
File: /design/flow/config.mk
export PLATFORM = sky130hd
export DESIGN_NAME = mac
export DESIGN_NICKNAME = mac
export VERILOG_FILES = /design/flow/design.v
export SDC_FILE = /design/flow/constraint.sdc
export NUM_CORES = 4
export LEC_CHECK = 1
export CORE_UTILIZATION = 30
File: /design/flow/design.v
module mac(
	input 								clk,
	input 								rst_n,
	input  [0:0] 						c_valid_i,
	input  [32-1:0] 	c_data_i,
	input  [0:0] 						cal_valid_i,
	input  [3-1:0] 	cal_precision_i,
	input  [32-1:0] 	a_data_i,
	input  [32-1:0] 	b_data_i,
	output [32-1:0] 	d_data_o
);
	wire [0:0]						push_c_data;
	wire [32-1:0] next_c_data;
	reg  [32-1:0] c_data_r;
	reg [0:0] 						d_valid_r;
	reg [32-1:0]  d_data_r;
	wire [32-1:0] d_data;
	assign d_data = a_data_i + b_data_i;
	always @(posedge clk or negedge rst_n) begin
		if(!rst_n) begin
			d_valid_r <= 1'b0;
		end
		else if(cal_valid_i) begin
			d_valid_r <= 1'b1;
			d_data_r  <= d_data;
		end
	end
	assign push_c_data = c_valid_i | cal_valid_i;
	assign next_c_data = {32{c_valid_i}} & c_data_i | {32{cal_valid_i}} & d_data;
	always @(posedge clk or negedge rst_n) begin
		if(!rst_n) begin
		end
		else if(push_c_data) begin
			c_data_r <= next_c_data;
		end
	end
	assign d_data_o = c_data_r;
endmodule
File: /design/flow/constraint.sdc
current_design mac

set clk_period 20.1
set clk_io_pct 0.2

create_clock -name clk0 -period $clk_period [get_ports {clk}]

set non_clock_inputs [all_inputs -no_clocks]
set_input_delay [expr $clk_period * $clk_io_pct] -clock clk0 $non_clock_inputs
set_output_delay [expr $clk_period * $clk_io_pct] -clock clk0 [all_outputs]
==> results.yml <==
# implementation run metrics
global_routing:
  antenna_found_initial: 0
  first_global_vias: 2732
  first_pass_grt_wire_length_um: 13300
  grt.overflow.total: 0
  groute.usage.overall_pct: 16.7
  pin_count_of_the_biggest_net_entering_global_routing: 34
clock_network:
  tritoncts: "yes"
  cts_repair_resize_count: 0
  cts_inserted_buffers: 5
  postCtsSetupRepairBufs: 0
  numClockSinks: 32
  clock_tree.buffer_depth: 2
  htree_num_levels: 2
  cts.hold.buffers_added: 0
  master_cell_of_the_clock_root_buffer: "clkbuf_8"
  cts.clk_slew.worst_paths_ns: 0.06
min_path:
  min_path_type: "primary input to flip-flop"
synthesis:
  yosys.stat.seqShare_pct: 31.8
  synth-simple-area-share_pct: 15.9
  post_synth_mux_area_share_pct: 0.331
  ys_warn_count: 1
  synth.avg_cell_area_um2: 8.68
  synthesized_registers: 32
  synthDistinctLibCells: 50
  edf_count: 32
  mappedNetlistArea_um2: 3020
  ys_cells: 348
  async_flop_share_pct: 0
  post_synth_xor_area_fraction_pct: 6.38
  synthFlopType: "edfxtp_1"
  netlist_logic_family_top: "AND-OR/OR-AND gates"
  post_synth_fa_ha_maj_area_fraction_pct: 13.5
  postSynthCellCount: 348
  ys_sh_aoi_pct: 28.7
  yosys-stat-area_um2: 3020
setup_path:
  crit_path_end_kind: "flip-flop"
  cp-start-kind: "primary input"
  critical_path_class: "primary input to flip-flop"
  path_max_fanout: 5
  cp_slowest_cell: "a2111oi_0"
  longest_individual_stage_delay_on_the_worst_path_ns: 0.70
  worst-endpoint-required_ns: 20.13
  critical_path.n_buffers_inverters: 2
  crit_path_cell_trace: "clkdlybuf4s50_1 > ha_1 > inv_1 > fa_1 > nor2b_1 > o211ai_1 > a21oi_2 > o31ai_2 > a2111oi_0 > o21ai_0 > a32o_1"
  cp_data_arrival_time_ns: 7.01
  cell_family_with_most_cp_delay: "AND-OR/OR-AND gates"
cells_and_area:
  post-route-util_pct: 46.4
  largest_registers: "c_data_r (32)"
  most_frequent_logic_cells_in_the_routed_design: "clkdlybuf4s50_1 (131), nand2_1 (49), edfxtp_1 (32)"
  area_growth_syn_to_fin_pct: 50.2
  combGateArea_um2: 1960
  layout_top_cell: "clkdlybuf4s50_1"
  largest_register_ffs: 32
  largest-register: "c_data_r"
  final_layout_size_suffix_gt1_share_pct: 2.74
  area.sequential_um2: 961
  fillers: 958
power_and_ir_drop:
  cellLeakagePower_nw: 1.75
  power.share.combinational_pct: 43.8
  sw_frac_of_total_pct: 29.9
  intPower_w: 0.000164
  peakVddDrop_mv: 0.0240
  share_clk_of_total_power_pct: 19.5
  powerDensity_nw_per_um2: 51.5
  total_switching_power_w: 0.0000698
  power.share.sequential_pct: 36.7
routing:
  met3WireLength_um: 453
  finalWirelength_um: 8580
  num_antenna_cells: 0
  route.antenna.remaining_nets: 0
  routed_via_density: 4.99
  highest_layer: "met4"
  wire_per_inst_um: 14.1
  met1_length_um: 4080
  met2_wirelength_um: 3970
  drtPass1Iterations: 4
  via_count: 3031
  drc: 0
  first_iter_violations: 154
place:
  gp_congestion: 0.895
  detailedPlacementHpwl_um: 6990
  port_buffers: 131
floorplanning:
  die_area_um2: 10500
  die_y_um: 102
  die.size.x_um: 102
  num_io_pins: 135
  std_cell_rows: 36
  core_util_floorplan_pct: 30.9
  core-area_um2: 9770
final_timing:
  fraction_of_the_cycle_the_final_worst_path_needs_pct: 34.7
  rsz0062_at_grt: "no"
  relSlewSlack_pct: 45.0
  finalHoldViolations: 0
  worst_slew_pin_slew_ns: 0.824
  finalMaxSlewViolations: 0
  setup_tns_ns: 0
  finalSetupViolations: 0
  achievable-frequency_mhz: 143
  fin_crit_ns: 6.98
status:
  run_status: "completed"
flow_run:
  max_cap_viol_count: 0
  stage_log_warnings: 28
cells by family after synthesis:
logic type,Yosys count
multiplexers,1
AND-OR/OR-AND,131
buffers and inverters,26
XOR/XNOR,22
adder cells (fa/ha/maj),32
AND/OR/NAND/NOR,104
flip-flops,32
metal layers:
layer,GRT usage [%],vias up
met3,1.60,5
met2,27.6,104
met1,25.4,1348
li1,-,1574
met5,0,-
met4,1.32,0
synth_stat cells, types with 8 or more instances:
library cell,instances,area (µm²)
nand2_1,49,184
edfxtp_1,32,961
ha_1,31,388
a21oi_1,26,130
o21ai_0,25,125
nor2_1,15,56.3
clkbuf_1,14,52.6
a21o_1,13,97.6
o21ai_1,13,65.1
inv_1,11,41.3
nand3_1,11,55.1
xnor2_1,11,96.3
xor2_1,11,96.3
o211ai_1,9,67.6
nand4_1,8,50.1
worst paths after layout:
kind,cells after the start,start,to
worst max-delay path,11,a_data_i[0],c_data_r[30]
worst min-delay path,3,c_data_i[5],c_data_r[5]
area by class of cell:
type	count	share of cell area (%)
Clock buffer	7	1.68
Clock inverter	1	0.0828
Inverter	11	0.910
Multi-Input combinational cell	290	43.2
Sequential cell	32	21.2
Tap cell	133	3.67
Timing Repair Buffer	133	29.2
stage by stage:
stage	setup WS (ns)	hold WS [ns]	cells	instance area, µm²	power (W)
finish	13.12	4.41	607	4540	0.000233
global route	12.82	4.40	607	4540	0.000250
CTS	13.20	4.40	607	4540	0.000236
detailed placement	12.93	4.69	599	4460	0.000189
global placement	12.87	4.69	599	4460	0.000189
floorplan	13.90	4.21	348	3020	0.000140
power groups by stage:
stage         logic [W]  registers [W]  clock network (W)
CTS            0.000103      0.0000859          0.0000474
global route   0.000113      0.0000866          0.0000503
finish         0.000102      0.0000857          0.0000456
Power and IR drop assume default switching activity.
