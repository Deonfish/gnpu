**flow/run.sh**
```bash
#!/bin/bash
# OpenROAD 26Q1-2900-gdf79404cd8, Yosys 0.63+post, stock flow scripts
make -C /OpenROAD-flow-scripts/flow DESIGN_CONFIG=/design/flow/config.mk WORK_HOME=/design/flow/orfs finish
```
**flow/constraint.sdc**
```tcl
current_design pe_buf

set clk_period 1.0
set clk_io_pct 0.2

create_clock -name clk0 -period $clk_period [get_ports {clk}]

set non_clock_inputs [all_inputs -no_clocks]
set_input_delay [expr $clk_period * $clk_io_pct] -clock clk0 $non_clock_inputs
set_output_delay [expr $clk_period * $clk_io_pct] -clock clk0 [all_outputs]
```
**flow/design.v**
```verilog
module pe_buf(
	input  								clk,
	input  								rst_n,
	input  [0:0] 						data_vlid_i,
	input  [6-1:0] 		data_cnt_i,
	input  [0:0] 						data_type_i,
	input  [3-1:0] 	precision_i,
	input  [32-1:0] 	data_i,
	output [0:0] 						data_valid_o,
	output [6-1:0] 		data_cnt_o,
	output [0:0] 						data_type_o,
	output [3-1:0] 	precision_o,
	output [32-1:0] 	data_o
);
	reg  [0:0] 							data_vlid_r;
	reg  [6-1:0] 			data_cnt_r;
	reg  [0:0] 							data_type_r;
	reg  [3-1:0] 	precision_r;
	reg  [32-1:0] 	data_r;
	always @(posedge clk or negedge rst_n) begin
		if(!rst_n) begin
			data_vlid_r <= 'b0;
		end
		else if(data_vlid_i) begin
			data_vlid_r <= 1'b1;
			data_cnt_r  <= data_cnt_i;
			data_type_r <= data_type_i;
			precision_r <= precision_i;
			data_r 		<= data_i;
		end
		else if(data_valid_o) begin
			data_vlid_r <= 1'b0;
		end
	end
	assign data_valid_o = data_vlid_r;
	assign data_cnt_o 	= data_cnt_r;
	assign data_type_o 	= data_type_r;
	assign precision_o 	= precision_r;
	assign data_o 		= data_r;
endmodule
```
**flow/config.mk**
```make
export PLATFORM = sky130hd
export DESIGN_NAME = pe_buf
export DESIGN_NICKNAME = pe_buf
export VERILOG_FILES = /design/flow/design.v
export SDC_FILE = /design/flow/constraint.sdc
export NUM_CORES = 4
export LEC_CHECK = 1
export CORE_UTILIZATION = 30
```
==> results_slide.txt <==
Physical Implementation Snapshot

Outcome
  – Outcome: complete, no violations

Die
  – Chip area: 4574 sq um
  – Top Ports: 88
  – Fp_density: 31.85%
  – Die Y: 67.64 um
  – Die Width: 67.64 um
  – Num rows: 23
  – Core Box Area: 4058 sq um

Placed design
  – Port Buffers: 87
  – DP Wirelength: 1793 um
  – Routability congestion estimate: 0.8008
  – Cell Area, Placed: 2276 sq um

Final layout
  – Top Layout Cells: buf_2 (43), edfxtp_1 (42), clkdlybuf4s50_1 (42)
  – Final Core Density: 55.35%
  – Sequential cell area: 1286 sq um
  – Fraction of layout cells with a size suffix above 1: 38.36%
  – Comb gate area: 8.758 sq um
  – Fin area: 2246 sq um
  – Synthesis-to-finish area growth: 73.77%
  – Commonest Layout Cell: buf_2
  – Fill cells: 307

Detailed routing
  – Vias per std cell: 4.082
  – Residual DRC count: 0
  – Antenna Cells: 0
  – Post-Route WL: 2444 um
  – Vias: 800
  – DRT iter0 DRCs: 34
  – WL per Instance: 12.47 um
  – DR pass1 iterations: 2
  – ANT nets after route: 0

Timing
  – Max Fclk: 1017 MHz
  – RSZ-0062 raised after global routing: true
  – Fin crit period: 0.9837 ns
  – Worst-Margin Slew: 0.1131 ns
  – Max_slew headroom: 92.46%
  – Final setup viols: 0
  – Max-slew violations: 0
  – Final hold violation count: 0
  – Fin Setup TNS: 0 ns
  – Fin crit share: 98.37%

Hold path
  – WHS Endpoint: data_vlid_r$_DFF_PN0_
  – Worst hold path class: input pin to flip-flop
  – Hold depth: 1
  – Hold path start: data_vlid_i[0]

Worst setup path
  – Worst-path cell chain: buf_2
  – Critical path endpoint category: output pin
  – CP Max Fanout: 1
  – CP bufs+invs: 1
  – Critical Path Source: data_type_r$_DFFE_PP_
  – CP Class: flip-flop to output pin
  – Delay-heaviest family, CP: flip-flops
  – Worst EP required: 0.80 ns
  – WP depth: 1
  – WP data arrival: 0.78 ns
  – Crit path launch type: flip-flop
  – Delay of the slowest critical-path stage: 0.37 ns
  – Worst path slowest cell: edfxtp_1

Yosys
  – Post-Syn Instances: 44
  – Largest cells by area after synthesis: edfxtp_1 (98%), dfrtp_1 (1.9%), and2_1 (0.48%)
  – Top cell type's share of synthesized area: 97.58%
  – Cell Area, Synth: 1292 sq um
  – Number of cells in Yosys stat: 44
  – Synth flops: 43
  – Post-synthesis cell type count: 3
  – Sequential fraction of the synthesis area: 99.52%
  – Warnings from Yosys: 1
  – Post-Syn Area per Cell: 29.37 sq um
  – Biggest area consumer among synthesized cells: edfxtp_1
  – YS chip area: 1292 sq um

Clocking
  – Num CTS Buffers: 5
  – Clock root buffer: clkbuf_8
  – H-tree levels: 2
  – Clock transition at the registers of the reported paths: 0.07 ns
  – CTS tree: yes
  – CTS Buffer Depth: 2
  – Clock sink count: 43

Power
  – Pwr dens: 1664 nW/um^2
  – Worst VDD drop: 1398 uV
  – Leakage power: 0.8687 nW

Run
  – Max Cap Viol: 0
  – Tool warning count: 27

Global route
  – Met1 track utilization from global routing: 15.73%
  – Global-route wire length before repair: 3401 um
  – Met2 Use GR: 15.84%
  – Gr usage total: 11.49%
  – Initial antenna violation count: 0
  – Largest net degree at the start of global routing: 21
  – Gr busiest metal: met2
  – Gr ovfl total: 0
  – M3 GR Usage: 8.219%
  – Vias in the first global route: 736
## stage by stage
step                      cells  worst slack (ns)  power (mW)  hold WS [ns]
after global placement      184           -0.3243       2.601        0.4729
after detailed placement    184           -0.3405       2.599        0.4830
after global routing        196          -0.04030       3.906        0.1505
after floorplan              44           0.05038       2.175      -0.09559
after CTS                   196         -0.008656       3.794        0.1454
final                       196           0.01628       3.738        0.1545
## sequential cells by signal, summed over array words and instances, names as in the netlist
name         count
data_type_r      1
precision_r      3
data_vlid_r      1
data_cnt_r       6
data_r          32
## metal layers
metal  wire length (um)  vias up
li1                   -      381
met1                803      352
met2               1082       62
met3                501        5
met4                 56        0
met5                  0        -
## cell usage after synthesis, drive strengths merged
cell type / instances
edfxtp: 42
and2: 1
dfrtp: 1
## kinds of logic after synthesis
group	synth area share (%)
flip-flops	99.52
AND/OR/NAND/NOR	0.4843
## area by class of cell
cell class	count	share of cell area, %
clock buffer	7	3.398
clock inverter	1	1.337
multi-input combinational	1	0.3900
sequential	43	57.27
tap	50	2.786
timing repair buffer	94	34.82
## how the worst max path moves through the flow
stage	endpoint	slack (ns)
after CTS	data_type_o[0]	-0.009
after global routing	precision_o[0]	-0.04
final	data_type_o[0]	0.02
## where the power goes
part | internal [mW] | switching, mW | total (mW)
Clock | 0.746 | 0.515 | 1.26
Combinational | 0.266 | 0.0775 | 0.344
Sequential | 2.11 | 0.0240 | 2.13
Total | 3.12 | 0.617 | 3.74
## timing repair
action / 4_1_cts / 5_1_grt
pin swaps: 0 / 0
setup buffers: 1 / 0
hold buffers: 1 / 0
cloned: 2 / 0
endpoints found under the hold margin: 1 / 0
resized: 134 / 0
endpoints found under the setup margin: 85 / 29
No activity file was given, so power comes from the tool's default toggle rates.
